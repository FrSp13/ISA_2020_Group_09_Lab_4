$ cat design/flow/run.sh
#!/bin/bash
# OpenROAD 26Q1-2900-gdf79404cd8, Yosys 0.63+post, stock flow scripts
make -C /OpenROAD-flow-scripts/flow DESIGN_CONFIG=/design/flow/config.mk WORK_HOME=/design/flow/orfs finish
$ cat design/flow/config.mk
export PLATFORM = sky130hd
export DESIGN_NAME = adder
export DESIGN_NICKNAME = adder
export VERILOG_FILES = /design/flow/design.v
export SDC_FILE = /design/flow/constraint.sdc
export NUM_CORES = 4
export LEC_CHECK = 1
export CORE_AREA = 10 10 94 94
export DIE_AREA = 0 0 104 104
export SYNTH_HDL_FRONTEND = slang
$ cat design/flow/constraint.sdc
current_design adder

set clk_period 24.1
set clk_io_pct 0.2

create_clock -name clk0 -period $clk_period

set non_clock_inputs [all_inputs -no_clocks]
set_input_delay [expr $clk_period * $clk_io_pct] -clock clk0 $non_clock_inputs
set_output_delay [expr $clk_period * $clk_io_pct] -clock clk0 [all_outputs]
$ cat design/flow/design.v
interface dut_if(input clk, rst);
    logic [31:0] A, B;
    logic [31:0] data;
    logic valid, ready;
    modport port_in (input clk, rst, A, B, valid, output ready);
    modport port_out (input clk, rst, output valid, data, ready);
endinterface
module adder(   input logic [31:0] A, B, 
                output logic [31:0] OUT );
    assign OUT = A + B;
endmodule: adder
==> impl_report.txt <==
RUN METRICS
----------------------------------------------------
[Run status]
  Outcome ........................ complete, no violations

[Power]
  Leakage power ........................ around 1.2 nW
  Power density of the placed cells ........................ 28.88 nW/um^2
  Overall power of the completed layout ........................ between 0.08 and 0.09 mW
  IR drop worst, VDD ........................ approximately 0.013 mV

[Timing]
  Unrepaired setup endpoints after global routing ........................ false
  Max Fclk ........................ ~0.08 GHz
  Fin. Hold Viols ........................ 0
  Worst-Margin Slew ........................ approximately 0.53 ns
  Portion of the clock cycle consumed by the worst path in the final layout ........................ 52.16%
  Number of setup violations in the final report ........................ 0
  Fin Setup TNS ........................ 0 ns
  Max_slew headroom ........................ 63.60%
  Final max-slew violation count ........................ 0
  Clock period minus worst slack ........................ around 13 ns

[Placed design]
  Weighted congestion at the end of routability-driven global placement ........................ about 0.82
  Quantity of I/O buffers inserted on ports ........................ approximately 96
  Post-DP HPWL ........................ 5.171 mm

[Routing]
  First DRT Iteration DRCs ........................ 94
  Overall via count from detail_route ........................ 2092
  DR vias/cell ........................ 4.957
  Post-route antenna net violation count ........................ 0
  First-pass DRT Iterations ........................ 4
  Total wirelength of the detailed-routed design ........................ 5.919 mm
  Top routing layer in use ........................ met3
  Met3 routed wirelength ........................ around 270 microns
  # DRC ........................ 0
  WL per Instance ........................ between 10 and 15 microns
  Detail Route met2 WL ........................ between 2 and 3 mm
  Total inserted antenna cells ........................ 0
  Sum of routed wire segments on met1 ........................ around 3.0 mm

[Final layout]
  Synth-to-Final Area Change ........................ 59.47%
  Final sequential cell count ........................ 0
  Total area of multi-input combinational cells ........................ 1678 sq um
  Clock buffer cells ........................ 0
  Fill cell instance count of the final layout ........................ slightly above 700
  Share of layout cells above drive strength 1 ........................ 3.067%
  FF+latch area ........................ 0 sq um

[Clock tree]
  CTS Hold Bufs ........................ 0
  Cells resized by post-CTS repair ........................ 0
  Count of buffers added by post-CTS timing repair for setup ........................ 0

[Floorplan]
  Initial cell density of the core ........................ 25.53%
  Number of standard-cell rows in the floorplan ........................ 30
  Die X ........................ between 100 and 150 microns
  Die Span Y ........................ between 100 and 150 microns
  I/O pin total ........................ about 96
  Total core area ........................ approximately 6800 sq um
  Die area ........................ 10820 sq um

[Setup path]
  Cell chain of the critical path ........................ clkdlybuf4s50_1, ha_1, fa_1, a21o_1, a31o_2, nand3_1, o221ai_1, a311oi_1, o21bai_1, xor2_1, clkdlybuf4s50_1
  Cell repeated most along the worst path ........................ clkdlybuf4s50_1
  Capturing element type of the critical path ........................ output port
  Element type at the critical path start ........................ input pin
  Crit path largest cell delay ........................ around 0.5 ns
  Critical path required time ........................ slightly below 20 ns
  Setup CP Type ........................ in -> out
  Arrival time of data at the critical path endpoint ........................ 7.75 ns
  CP max FO ........................ 4
  Slowest cell on crit path ........................ clkdlybuf4s50_1

[Job]
  Number of warning messages in the logs ........................ 32
  Max cap viols ........................ 0

[Global routing]
  Vias in the first global route ........................ approximately 2100
  Aggregate global routing overflow ........................ 0
  Pin count of the biggest net entering global routing ........................ 11
  Initial antenna violation count ........................ 0
  Wire length of the first global-routing pass ........................ 9.853 mm
  All-Layer GR Usage ........................ between 10 and 15%

[Yosys]
  Cell count listed in synth_stat.txt ........................ 241
  Post-synth seq share ........................ 0%
  Synthesized area ........................ 1744 sq um
  Summed standard-cell area reported by yosys ........................ 1744 sq um
  Synth Area per Inst ........................ 7.237 sq um
  Synth warnings ........................ 0
  Distinct cells, synth ........................ 50
  Cells after Synth ........................ between 200 and 250

[Worst hold path]
  Min-Delay Path Class ........................ in -> out

----------------------------------------------------
-- power breakdown --
part	leakage [nW]	internal [mW]	switching, mW	total, mW
sequential	0	0	0	0
combinational	1.18	0.0483	0.0320	0.0803
clock	0	0	0	0
-- cells in the mapped netlist (2+ instances only) --
master	number	share of area [%]
a211oi_1	3	1.3
a21o_1	19	8.2
a21oi_1	29	8.3
a311oi_1	2	1.0
a31oi_1	3	1.1
buf_2	2	0.57
clkbuf_1	8	1.7
ha_1	31	22
inv_1	6	1.3
mux2i_1	2	1.1
nand2_1	18	3.9
nand2b_1	2	0.72
nand3_1	10	2.9
nand4_1	8	2.9
nor2_1	12	2.6
nor3_1	4	1.1
o211ai_1	3	1.3
o21a_1	2	0.86
o21ai_0	13	3.7
o21bai_1	4	1.7
o221ai_1	2	1.0
o311ai_1	2	1.0
or2_2	3	1.1
xnor2_1	13	6.5
xor2_1	15	7.5
-- routing by layer --
metal | GRT usage [%] | up-vias
li1 | - | 1087
met1 | 14.78 | 945
met2 | 16.80 | 60
met3 | 1.629 | 0
met4 | 0 | 0
met5 | 0 | -
-- placed cells by master (no fill, tap or decap), types with 4 or more instances in the layout --
cell              n
a21o_1           19
a21oi_1          29
clkdlybuf4s50_1  96
ha_1             31
inv_1             6
nand2_1          18
nand3_1          10
nand4_1           8
nor2_1           12
nor3_1            4
o21ai_0          13
o21bai_1          4
xnor2_1          13
xor2_1           15
-- area by class of cell --
type | instances | area share, %
well taps | 96 | 4.318
inverters | 6 | 0.8097
multi-input cells | 224 | 60.32
repair buffers | 96 | 34.55
-- cells by family after synthesis --
kind of cell             share of synthesized area [%]
XOR/XNOR                                         14.06
adder cells (fa/ha/maj)                          23.39
multiplexers                                     1.148
AND/OR/NAND/NOR                                  18.29
buffers and inverters                            3.802
AND-OR/OR-AND                                    39.31
-- worst paths after layout --
| path | from | endpoint | slack, ns | cells after the start |
|---|---|---|---|---|
| max | A[0] | OUT[26] | 11.53 | 11 |
| min | B[0] | OUT[0] | 10.67 | 3 |
-- worst max-delay path, delay by kind of cell --
family,cells,cell delay (ns)
adders and majority gates,2,0.64
and+or+nand+nor,1,0.09
buffers and inverters,2,0.90
AOI/OAI and AO/OA,5,1.19
xor gates and xnor gates,1,0.13
-- metrics by stage --
step	hold slack, ns	setup WS [ns]	cell area [sq um]	util [%]	std cells
CTS	10.68	11.50	2781	40.71	422
finish	10.67	11.53	2781	40.71	422
global route	10.71	11.33	2781	40.71	422
global placement	10.67	11.54	2781	40.71	422
detailed placement	10.68	11.50	2781	40.71	422
floorplan	9.712	12.63	1744	-	241
Power figures rest on the tool's default switching activity, not on a simulated workload.
